==> /design/flow/design.v <==
`timescale 1ns / 1ps
module DA_CU(
clk, rst_n , data_in , data_out , REG1, REG2 , state , start
    );
 input clk , rst_n, start;
 output  [2:0] state ;
 input [3:0] data_in ;
 output [3:0] REG1 , REG2  ;
 output [3:0] data_out ;   
 wire ld_1 , ld_2 , sel_1 , op , en ;   
 data_path DATAPATH(
clk , rst_n , sel_1 , op  , REG1 , REG2 , ld_1  , ld_2 , data_in , data_out, en
    ); 
 controller CONTROL_PATH(
clk, rst_n , ld_1, ld_2 , sel_1 , op , en , state, start 
    );
endmodule
`timescale 1ns / 1ps
module controller(
clk, rst_n , ld_1, ld_2 , sel_1 , op , en , state, start 
    );
 input clk  , rst_n , start ; 
 output  ld_1 , ld_2 ,  op , en , sel_1 ;
 output reg [2:0] state ;  
 reg [2:0] next_state ; 
 reg [4:0] CV ;
 parameter [2:0] 
 S0 = 0 ,
 S1 = 1 ,
 S2 = 2 , 
 S3 = 3 ,
 S4 = 4 ; 
 assign ld_1 = CV[4] ;
 assign ld_2 = CV[3] ;
 assign sel_1 = CV[2] ;
 assign op = CV[1] ;
 assign en = CV[0] ;
 always @ ( negedge clk )
 begin
 if(rst_n)
 begin
 state <= S0 ;
 end
 else
 begin
 state <= next_state ;
 end
 end
 always @ (  state , start  )
 begin
 case (state)
 S0: begin 
 if (start)
 next_state = S1;
 else
 next_state = S0 ;
 CV = 5'b00000 ;
end
 S1 : begin CV = 5'b10100;  next_state = S2 ; end
 S2: begin CV = 5'b01001; next_state = S3; end
 S3: begin CV = 5'b10100; next_state = S4; end
 S4: begin CV = 5'b10011; next_state = S0; end
 default : begin CV = 5'b00000; next_state = S0 ; end
 endcase
 end
 endmodule
`timescale 1ns / 1ps
module data_path(
clk , rst_n , sel_1 , op  , REG1 , REG2 , ld_1  , ld_2 , data_in , data_out, en
    );
  input clk, rst_n  , sel_1 ,op, ld_1 , ld_2 , en;
  input [3:0] data_in  ;
  output reg [3:0] data_out ;
  reg[3:0] F;
  output reg[3:0] REG1 , REG2 ; 
    always @ (posedge clk )
  begin 
    if(rst_n)
    begin
    REG1 <= 4'b0000;
    end
    else if (ld_1)
    begin
    if(sel_1)
    begin
    REG1<= data_in ;
    end
    else
    begin
    REG1<= data_out ;
     end
     end
     else
     begin
     REG1<= REG1 ;
     end
    end
    always @ (posedge clk)
    begin
    if ( rst_n)
    begin
    REG2 <= 4'b0000;
    end
    else if (ld_2)
    begin
    REG2<= data_out ;
    end
    else
    begin
    REG2 <= REG2 ;
    end
    end
    always@(op or REG1 or REG2 )
    begin
    case(op)
    0: F = REG1 ;
    1: F = REG1 + REG2 ;
    endcase
    end
    always @ ( en or F)
    begin
    if (en)
    begin
    data_out = F ;
    end
    else
    begin
    data_out = 4'b0000;
    end
    end
endmodule
==> /design/flow/run.sh <==
#!/bin/bash
# OpenROAD 26Q1-2900-gdf79404cd8, Yosys 0.63+post, stock flow scripts
make -C /OpenROAD-flow-scripts/flow DESIGN_CONFIG=/design/flow/config.mk WORK_HOME=/design/flow/orfs finish
==> /design/flow/config.mk <==
export PLATFORM = sky130hd
export DESIGN_NAME = DA_CU
export DESIGN_NICKNAME = DA_CU
export VERILOG_FILES = /design/flow/design.v
export SDC_FILE = /design/flow/constraint.sdc
export NUM_CORES = 4
export LEC_CHECK = 1
export CORE_AREA = 10 10 70 70
export DIE_AREA = 0 0 80 80
==> /design/flow/constraint.sdc <==
current_design DA_CU

set clk_period 4.0
set clk_io_pct 0.2

create_clock -name clk0 -period $clk_period [get_ports {clk}]

set non_clock_inputs [all_inputs -no_clocks]
set_input_delay [expr $clk_period * $clk_io_pct] -clock clk0 $non_clock_inputs
set_output_delay [expr $clk_period * $clk_io_pct] -clock clk0 [all_outputs]
==> run summary <==
Implementation numbers.

- The core outline area is 0.003416 mm².
- The max-cap violation count is 0.
- The vertical extent of the die is 80 µm.
- Once synthesis finished, the tally of register bits stood at 11.
- The startpoint kind of the worst setup timing path is a flip-flop.
- Cells with a size suffix above 1 make up 30.43% of the layout.
- The via total after detailed routing is 688.
- Setup repair after global routing could not meet its margin everywhere.
- The post-route met1 wirelength is 985 µm.
- The data arrival time of the worst path is 3.52 ns.
- The largest net degree at the start of global routing is 8.
- For this design, the CTS-stage hold fixing added 0 buffers.
- The total overflow left after global routing is 0.
- For this design the static power due to leakage is 0.4794 nW.
- The initial antenna violation count is 0.
- The clock latency at the later pin of the worst-skew pair is 0.33 ns.
- The fraction of post-synthesis cell area in the top cell type by area is 31.65%.
- The CTS log lists the clock sinks for this run as 11.
- The total antenna diodes in the routed design is 0.
- In the global route stage, overall resource usage came out at 6.122%.
- For this configuration, the core starts out at a cell density of 20.37%.
- Yosys mapped the design onto 35 distinct sky130hd cell types.
- The final hold violation count is 0.
- The cell area after synthesis is 695.7 µm².
- The family of cells with the greatest summed delay on the critical path is buffers and inverters.
- The via count of the first global-routing pass came to 657.
- The top fanout value on the critical path is 6.
- The total length of routed met3 wires is 244 µm.
- The total I/O pin count is 22.
- The violation count after the first detailed-route iteration is 14.
- The largest total area in the synthesized netlist belongs to dfxtp_1.
- CTS reports a maximum clock tree buffer depth of 2.
- In the post-synthesis netlist, the biggest area contributors are dfxtp_1 (32%), nor2_1 (7.0%), ha_1 (5.4%).
- Warnings raised by the tools during the run amount to 30.
- The worst min-delay path category is flip-flop to flip-flop.
- The final wirelength is 2074 µm.
- Looking at the VDD voltage map, the peak drop is 0.0001874 V.
- The wire length on met2 is 844 µm.
- The final layout report lists a filler cell count of 362.
- For reference, XOR and XNOR gates occupy 3.777% of the area reported after synthesis.
- The design draws 0.2909 mW.
- The most common logic cells in the final layout are clkdlybuf4s50_1 (15), nor2_1 (13), buf_4 (13), dfxtp_1 (8), inv_1 (6).
- The placement stage leaves a total instance area of 0.001007 mm².
- The area fraction in full adders, half adders and majority gates is 8.273%.
- The area fraction in compound gates after synthesis is 14.93%.
- The worst setup slack after layout is -0.3210 ns.
- The first global-routing pass estimated 3111 µm of wire.
- Using the TritonRoute via totals, the vias-per-cell ratio works out to 4.273.
- The yosys synthesis warning count is 2.
- Per the slew report, the remaining headroom to the max-slew limit stands at 72.80%.
- TritonCTS built the clock tree.
- The simple-gate portion of the synthesized area is 27.70%.
- The final reports fail on setup timing.
- Timing analysis after detailed placement gives a worst setup slack of -0.4339 ns.
- The worst-path cell with the longest stage delay is dfxtp_2.
- At the worst endpoint, the required time is 3.20 ns.
- STA classifies the critical path endpoint as a primary output.
- The growth of design area from synthesis to finish is 58.09%.
- The timing report gives the clock slew at the launch and capture registers of the worst setup and hold paths as 0.03 ns.
- The largest stage delay on the critical path is 0.32 ns.
- The dominant logic cell type in the layout is clkdlybuf4s50_1.
- In this run the remaining antenna-violating nets after routing total 0.
- For this run, design rule violations remaining after detail routing come to 0.
- The final tally of setup violations is 5.
- The number of buffers and inverters on the critical path is 2.
- Per the gpl log, the routability congestion estimate is 0.7945.
- The placed wire-length estimate is 1604 µm.
- The number of buffers created by CTS is 3.
- The chip area is 0.006400 mm².
- Summing all non-filler instances in the final layout gives an area of 0.001100 mm².
- Measured along the x axis, the die boundary spans 80 µm.
- The highest metal layer with signal wires is met3.
- The site row count is 21.
- The signal on the critical path passes through buf_4 -> and2b_2 -> a22oi_2 -> nor2_1 -> dlygate4sd2_1.
- The mean instance size in the synthesized netlist is 9.035 µm².
- At the pin with the least slew margin, the transition time is 0.4080 ns.
- The most critical hold endpoint after final layout shows a slack of 0.5484 ns.
- The dominant kind of combinational cell is simple AND/OR/NAND/NOR gates.
- The flow ran to the end, but the final reports show violations.
- The first-pass detailed-route iteration total is 4.
- The root buffer cell is clkbuf_4.
- The power density over the cells is 264.5 mW/mm².
- The clock tree skew after final layout is 0.05806 ns.
- The port buffer count is 21.
- The kind of critical path is flip-flop to primary output.
- Per the CTS log, the maximum H-tree level is 1.
- The total cells reported by yosys after synthesis is 77.
- The number of max-slew violations in the final report is 0.
- Multiplexer cells account for 5.935% of the synthesized area.
- The area of the synthesized netlist per yosys stat is 695.7 µm².
- The cell count after synthesis came out at 77.
- Sequential elements use 31.65% of the synthesized area.
- The script logs the mean routed wire length per placed instance as 12.88 µm.
where the power goes:
part,internal [mW],switching (mW)
combinational,0.0487,0.0313
clock,0.0400,0.0439
sequential,0.118,0.00947
what timing repair did:
item,in CTS,in global routing
endpoints found under the setup margin,7,6
pin swaps,6,2
setup buffers,4,1
cloned,0,0
hold endpoints to repair,0,0
gates resized,14,6
routing by layer:
metal  track usage, %  vias up
met1            8.435      323
met5                0        -
met4                0        0
met3            3.750        0
li1                 -      345
met2            8.427       20
state kept, by name, indices dropped and copies added (netlist names):
register	count
DATAPATH.REG1	4
DATAPATH.REG2	4
CONTROL_PATH.state	3
tightest hold or removal path: cells and delay by family, from the launching register on:
kind | cells | cell delay, ns
flip-flops | 1 | 0.32
AND/OR/NAND/NOR | 1 | 0.05
buffers and inverters | 1 | 0.14
stage by stage:
step,utilization [%],instances,TNS [ns]
finish,32.20,161,-1.138
global route,32.20,161,-1.525
CTS,31.28,160,-1.373
detailed placement,29.49,150,-1.029
global placement,29.49,150,-0.9940
floorplan,-,77,0
cell type report:
type / instances / area, µm² / share of cell area (%)
Inverter: 3 / 11.26 / 1.024
Timing Repair Buffer: 37 / 330.3 / 30.03
Tap cell: 46 / 57.56 / 5.233
Multi-Input combinational cell: 57 / 439.2 / 39.93
Clock inverter: 4 / 15.01 / 1.365
Clock buffer: 3 / 22.52 / 2.048
Sequential cell: 11 / 224.0 / 20.36
cell usage after synthesis, drive strengths merged:
cell type / instances
a211oi: 3
a21oi: 4
a22oi: 2
a311oi: 1
and2b: 2
and4: 1
buf: 4
clkbuf: 1
dfxtp: 11
fa: 1
ha: 3
inv: 4
mux2: 1
mux2i: 3
nand2: 4
nand2b: 3
nand3: 1
nor2: 13
nor3: 1
nor3b: 3
nor4: 2
nor4b: 1
o21a: 1
o21bai: 1
o311ai: 1
or2b: 1
or3b: 1
xnor2: 2
xor2: 1
kinds of logic after synthesis:
kind of cell	Yosys count
and+or+nand+nor	33
AOI/OAI and AO/OA	13
DFF	11
buffers and inverters	9
muxes	4
adders and majority gates	4
xor gates and xnor gates	3
path summary, 6_finish.rpt:
kind	start	end	slack, ns	cells after the start
worst min register to register	CONTROL_PATH.state[2]$_SDFF_NP0_	CONTROL_PATH.state[1]$_SDFF_NP0_	0.55	2
worst max register to register	CONTROL_PATH.state[2]$_SDFF_NP0_	DATAPATH.REG1[3]$_SDFFE_PP0P_	0.50	6
worst min-delay path	CONTROL_PATH.state[2]$_SDFF_NP0_	CONTROL_PATH.state[1]$_SDFF_NP0_	0.55	2
worst max-delay path	CONTROL_PATH.state[2]$_SDFF_NP0_	data_out[2]	-0.32	5
Power and IR drop assume default switching activity.
